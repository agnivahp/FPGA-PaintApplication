$ cat ./run.sh
#!/bin/bash
# OpenROAD 26Q1-2900-gdf79404cd8, Yosys 0.63+post, stock flow scripts
make -C /OpenROAD-flow-scripts/flow DESIGN_CONFIG=/design/flow/config.mk WORK_HOME=/design/flow/orfs finish
$ cat ./config.mk
export PLATFORM = sky130hd
export DESIGN_NAME = bresenham
export DESIGN_NICKNAME = bresenham
export VERILOG_FILES = /design/flow/design.v
export SDC_FILE = /design/flow/constraint.sdc
export NUM_CORES = 4
export LEC_CHECK = 1
export CORE_UTILIZATION = 40
$ cat ./design.v
module bresenham(input logic clk, reset,
				 input logic start,
				 input logic [10:0] x0, y0, x1, y1,
				 output logic plot,
				 output logic [10:0] x, y,
				 output logic done);
logic signed [11:0] dx, dy, err, e2;
logic right, down;
typedef enum logic {IDLE, RUN} state_t;
state_t state;
always_ff @(posedge clk) 
begin
	done <= 1'b0;
	plot <= 1'b0;
	if (reset) 
		state <= IDLE;
	else 
		case (state)
		IDLE:
			if (start) 
			begin
				dx = x1 - x0;  
				right = dx >= 1'b0;
				if (~right) 
					dx = -dx;
				dy = y1 - y0;
				down = dy >= 1'b0;
				if (down) 
					dy = -dy;
				err = dx + dy;
				x <= x0;
				y <= y0;
				plot <= 1'b1;
				state <= RUN;
			end
		RUN:
			if (x == x1 && y == y1)
			begin
				done <= 1'b1;
				state <= IDLE;
			end 
			else 
			begin
				plot <= 1'b1;
				e2 = err << 1;
				if (e2 > dy)
				begin
					err += dy;
					if (right) 
						x <= x + 10'd1;
					else 
						x <= x - 10'd1;
				end
				if (e2 < dx) 
				begin
					err += dx;
					if (down) 
						y <= y + 10'd1;
					else 
						y <= y - 10'd1;
				end
			end
		default:
			state <= IDLE;
		endcase
end
endmodule
$ cat ./constraint.sdc
current_design bresenham

set clk_period 6.5
set clk_io_pct 0.2

create_clock -name clk0 -period $clk_period [get_ports {clk}]

set non_clock_inputs [all_inputs -no_clocks]
set_input_delay [expr $clk_period * $clk_io_pct] -clock clk0 $non_clock_inputs
set_output_delay [expr $clk_period * $clk_io_pct] -clock clk0 [all_outputs]
==> impl_metrics.csv <==
group,metric,value,unit
status,status,"finished clean",
global_routing,grt_pass1_wl,24900,microns
sta,fin_hold_ws,0.713,ns
synth,edf_count,57,
run,cap_violations,0,
synth,synth-seq-cells,59,
drt,wl_per_cell,16.0,microns
sta,tightest_slew,0.588,ns
clock_tree,cts_buffers,9,
clock_tree,cts_max_path_buffers,2,
setup_path,crit_path_max_incr_delay,0.50,ns
sta,setup_tns,0,ns
sta,rsz0062_at_grt,"no",
synth,synth.distinct_cells,68,
global_routing,antenna_found_initial,0,
sta,finalMaxSlewViolations,0,
clock_tree,htree_levels,3,
sta,finalClockSkew,0.0128,ns
clock_tree,clock-sinks,59,
clock_tree,cts_root_buf,"clkbuf_16",
global_routing,grt_overflow,0,
clock_tree,post-cts-setup-buffers,0,
setup_path,critPathKind,"in -> reg",
sta,fmax,0.189,GHz
floorplan,core_util_floorplan,41.3,%
sta,slew_headroom,60.8,%
sta,hold_violations,0,
synth,async_flop_share,0,%
power,ir_worst_vdd,0.146,mV
sta,min_period,5.28,ns
drt,vias_per_cell,5.43,
placed_design,pre_cts_slack,0.909,ns
setup_path,cp_cell_sequence,"clkdlybuf4s50_1 > inv_1 > ha_1 > fa_1 > nand2b_1 > a21oi_1 > xor2_1 > or2_1 > or3_1 > nor2_1 > xnor2_1 > ha_1 > or3_1 > o2111a_1 > or3_1 > a21oi_1 > o311ai_1 > o221ai_1",
synth,yosys_warnings,1,
sta,timing.final.crit_share,81.3,%
run,warnings,25,
drt,dr.pass1.iters,5,
final_layout,drive_above_1_share,5.90,%
drt,drc,0,
floorplan,core-area,14600,sq um
floorplan,io_pins,71,
placed_design,gp_congestion,0.907,
power,p_leak,2.93,nW
global_routing,grt_pass1_vias,4958,
synth,ys_cells,667,
synth,syn_avg_cell_area,9.08,sq um
clock_tree,ctsResizeCount,0,
min_path,hp-class,"reg -> reg",
clock_tree,postCtsHoldBufs,0,
synth,syn-cell-area,6050,sq um
clock_tree,clock_latency,0.33,ns
clock_tree,tritoncts,"done",
setup_path,cp_common_cell,"or3_1",
setup_path,cp-start-kind,"input pin",
global_routing,grt_use_total,20.6,%
placed_design,io_buffer_count,70,
drt,first_iter_violations,276,
placed_design,hpwl,12000,microns
drt,final_antenna_net_count,0,
synth,synth_cells,667,
setup_path,cpMaxStageDelayCell,"clkdlybuf4s50_1",
drt,wl,14900,microns
setup_path,cp_num_buf_inv,2,
sta,setup_viol_count_final,0,
setup_path,path_delay_family,"simple AND/OR/NAND/NOR gates",
power,p_per_area,327,nW/um^2
floorplan,rows,44,
final_layout,syn_to_final_growth,19.6,%
drt,num_vias,5050,
setup_path,worstPathArrival,5.45,ns
global_routing,grt_max_degree,44,
synth,synth-main-ff-cell,"edfxtp_1",
setup_path,end_kind,"flip-flop",
clock_tree,clkTransAtPathRegs,0.06,ns
setup_path,required,6.66,ns
floorplan,dieHeight,125,microns
drt,num_antenna_cells,0,
synth,seq_area_frac_synth,28.9,%
synth,yosysChipArea,6050,sq um
floorplan,die_x,125,microns
floorplan,chipArea,15600,sq um
sta,fin_ws,1.22,ns
setup_path,path_max_fanout,4,
[path summary, 6_finish.rpt]
path	slack, ns	cells past startpoint	from	end
min	0.71	1	y[0]$_DFFE_PP_	y[0]$_DFFE_PP_
min reg2reg	0.71	1	y[0]$_DFFE_PP_	y[0]$_DFFE_PP_
max reg2reg	1.78	16	err[6]$_DFFE_PP_	err[10]$_DFFE_PP_
max	1.22	18	y1[0]	err[10]$_DFFE_PP_
[cells in the mapped netlist (3+ instances only)]
library cell / n / area (sq um)
a21o_1: 4 / 30.0
nor3_1: 12 / 60.1
o41ai_1: 4 / 35.0
clkbuf_1: 9 / 33.8
or3_1: 6 / 37.5
o21a_1: 6 / 45.0
nand4_1: 7 / 43.8
edfxtp_1: 57 / 1710
mux2_2: 7 / 78.8
mux2i_1: 13 / 130
o21ai_1: 3 / 15.0
a21oi_1: 53 / 265
nand3_1: 29 / 145
fa_1: 5 / 100
nand2_1: 26 / 97.6
nor2_1: 71 / 267
or2_1: 3 / 18.8
a31oi_1: 3 / 18.8
inv_1: 73 / 274
o2111ai_1: 4 / 35.0
o211ai_1: 6 / 45.0
xor2_1: 35 / 307
nor4_1: 5 / 31.3
o21ai_0: 27 / 135
ha_1: 77 / 963
and3_1: 7 / 43.8
nor2b_1: 7 / 43.8
a211oi_1: 5 / 37.5
nor3b_1: 3 / 22.5
xnor2_1: 47 / 412
o21bai_1: 4 / 30.0
[routing by layer]
metal | track usage (%) | share of wire, % | up-vias
li1 | - | - | 2560
met1 | 31.5 | 48 | 2325
met2 | 31.8 | 44 | 151
met3 | 3.97 | 6.0 | 14
met4 | 3.08 | 1.6 | 0
met5 | 0 | 0 | -
[cell type report]
| class | count | area (sq um) |
|---|---|---|
| Clock inverter | 6 | 32.5 |
| Multi-Input combinational cell | 523 | 3990 |
| Sequential cell | 59 | 1750 |
| Inverter | 73 | 274 |
| Fill cell | 1334 | 7400 |
| Timing Repair Buffer | 75 | 738 |
| Tap cell | 184 | 230 |
| Clock buffer | 10 | 229 |
[flip-flops by register name, summed over array words and instances (netlist names)]
name / cells
done: 1
x: 11
dy: 12
err: 11
dx: 12
plot: 1
y: 11
[placed cells by master (no fill, tap or decap), types with 3 or more instances in the layout]
master,n
o211ai_1,6
xnor2_1,47
mux2i_1,13
a21o_1,4
o41ai_1,4
o21ai_1,3
or3_1,6
o21bai_1,4
a21oi_1,53
nor3_1,12
clkbuf_16,9
mux2_2,7
o21ai_0,27
nor2b_1,7
buf_4,5
nand4_1,7
xor2_1,35
nor4_1,5
nor3b_2,3
edfxtp_1,57
o21a_1,6
inv_1,73
a31oi_1,3
ha_1,77
o2111ai_1,4
or2_1,3
nand2_1,26
and3_1,7
a211oi_1,5
clkdlybuf4s50_1,70
nand3_1,29
fa_1,5
nor2_1,71
[worst register-to-register path, cell delays in order (launching register included)]
cell	delay, ns
edfxtp_1	0.46
ha_1	0.32
nand4_1	0.12
or4_1	0.51
o2111ai_1	0.13
o21ai_2	0.09
mux2_2	0.29
ha_1	0.23
fa_1	0.43
a21oi_1	0.25
o211ai_2	0.15
o41ai_2	0.37
o21ai_1	0.16
xnor2_1	0.15
a311oi_1	0.27
xor3_1	0.43
o221ai_1	0.19
[stage by stage]
step | utilization (%) | instances | total power (W) | instance area (sq um)
after floorplan | - | 667 | 0.00160 | 6050
after global placement | 47.7 | 914 | 0.00192 | 6980
after detailed placement | 47.7 | 914 | 0.00195 | 6980
after CTS | 49.5 | 930 | 0.00239 | 7240
after global routing | 49.5 | 930 | 0.00258 | 7240
final | 49.5 | 930 | 0.00237 | 7240
[logic make-up (layout without fill, tap and decap cells)]
group                    after synthesis  after routing  synth area share [%]
AND-OR/OR-AND                        150            150                  16.8
buffers and inverters                 85            164                  5.41
multiplexers                          20             20                  3.45
AND/OR/NAND/NOR                      187            187                  15.2
adder cells (fa/ha/maj)               82             82                  17.6
flip-flops                            59             59                  28.9
XOR/XNOR                              84             84                  12.7
[where the power goes]
part | switching, W | internal (W)
sequential | 0.0000634 | 0.000504
combinational | 0.000738 | 0.000637
clock | 0.000171 | 0.000253
total | 0.000972 | 0.00139
No activity file was given, so power comes from the tool's default toggle rates.
