$ cat /design/flow/run.sh
#!/bin/bash
# OpenROAD 26Q1-2900-gdf79404cd8, Yosys 0.63+post, stock flow scripts
make -C /OpenROAD-flow-scripts/flow DESIGN_CONFIG=/design/flow/config.mk WORK_HOME=/design/flow/orfs finish
$ cat /design/flow/config.mk
export PLATFORM = sky130hd
export DESIGN_NAME = ps2
export DESIGN_NICKNAME = ps2
export VERILOG_FILES = /design/flow/design.v
export SDC_FILE = /design/flow/constraint.sdc
export NUM_CORES = 4
export LEC_CHECK = 1
export CORE_UTILIZATION = 30
$ cat /design/flow/constraint.sdc
current_design ps2

set clk_period 1.5
set clk_io_pct 0.2

create_clock -name clk0 -period $clk_period [get_ports {iCLK_50}]

set non_clock_inputs [all_inputs -no_clocks]
set_input_delay [expr $clk_period * $clk_io_pct] -clock clk0 $non_clock_inputs
set_output_delay [expr $clk_period * $clk_io_pct] -clock clk0 [all_outputs]
$ cat /design/flow/design.v
module ps2(
           iSTART,    
           iRST_n,    
           iCLK_50,   
           PS2_CLK,   
           PS2_DAT,   
           oLEFBUT,   
           oRIGBUT,   
           oMIDBUT,   
           oX_MOV1,   
           oY_MOV1,   
           ); 
input iSTART;
input iRST_n;
input iCLK_50;
inout PS2_CLK;
inout PS2_DAT;
output oLEFBUT;
output oRIGBUT;
output oMIDBUT;
output [7:0] oX_MOV1;
output [7:0] oY_MOV1;
assign oX_MOV1 = x_latch;
assign oY_MOV1 = y_latch;
parameter enable_byte =9'b011110100;
reg [1:0] cur_state,nex_state;
reg ce,de;
reg [3:0] byte_cnt,delay;
reg [5:0] ct;
reg [7:0] x_latch,y_latch,cnt;
reg [8:0] clk_div;
reg [9:0] dout_reg;
reg [32:0] shift_reg;
reg       leflatch,riglatch,midlatch;
reg       ps2_clk_in,ps2_clk_syn1,ps2_dat_in,ps2_dat_syn1;
wire      clk,ps2_dat_syn0,ps2_clk_syn0,ps2_dat_out,ps2_clk_out,flag;
parameter listen =2'b00,
          pullclk=2'b01,
          pulldat=2'b10,
          trans  =2'b11;
always@(posedge iCLK_50)
	begin
		clk_div <= clk_div+1;
	end
assign clk = clk_div[8];
assign PS2_CLK = ce?ps2_clk_out:1'bZ;
assign PS2_DAT = de?ps2_dat_out:1'bZ;
assign ps2_clk_out = 1'b0;
assign ps2_dat_out = dout_reg[0];
assign ps2_clk_syn0 = ce?1'b1:PS2_CLK;
assign ps2_dat_syn0 = de?1'b1:PS2_DAT;
assign oLEFBUT = leflatch;
assign oRIGBUT = riglatch;
assign oMIDBUT = midlatch;
always@(posedge clk)
	begin
		ps2_clk_syn1 <= ps2_clk_syn0;
		ps2_clk_in   <= ps2_clk_syn1;
		ps2_dat_syn1 <= ps2_dat_syn0;
		ps2_dat_in   <= ps2_dat_syn1;
	end
always@(*)
begin
   case(cur_state)
     listen  :begin
              if ((!iSTART) && (cnt == 8'b11111111))
                  nex_state = pullclk;
              else
                  nex_state = listen;
                         ce = 1'b0;
                         de = 1'b0;
              end
     pullclk :begin
              if (delay == 4'b1100)
                  nex_state = pulldat;
              else
                  nex_state = pullclk;
                         ce = 1'b1;
                         de = 1'b0;
              end
     pulldat :begin
                  nex_state = trans;
                         ce = 1'b1;
                         de = 1'b1;
              end
     trans   :begin
              if  (byte_cnt == 4'b1010)
                  nex_state = listen;
              else    
                  nex_state = trans;
                         ce = 1'b0;
                         de = 1'b1;
              end
     default :    nex_state = listen;
   endcase
end
always@(posedge clk)
begin
  if ({ps2_clk_in,ps2_dat_in} == 2'b11)
	begin
		cnt <= cnt+1;
    end
  else begin
		cnt <= 8'd0;
       end
end
assign flag = (cnt == 8'hff)?1:0;
always@(posedge ps2_clk_in,posedge flag)
begin
  if (flag)
     ct <= 6'b000000;
  else
     ct <= ct+1;
end
always@(posedge clk,negedge iRST_n)
begin
   if (!iRST_n) 
   begin
      leflatch <= 1'b0;
      riglatch <= 1'b0;
      midlatch <= 1'b0;
      x_latch  <= 8'd0;
      y_latch  <= 8'd0;
   end
   else if (cnt == 8'b00011110 && (ct[5] == 1'b1 || ct[4] == 1'b1))
   begin
      leflatch <= shift_reg[1];
      riglatch <= shift_reg[2];
      midlatch <= shift_reg[3];
      x_latch  <= x_latch+shift_reg[19 : 12];
      y_latch  <= y_latch+shift_reg[30 : 23];
   end
end
always@(posedge clk)
begin
  if (cur_state == pullclk)
     delay <= delay+1;
  else
     delay <= 4'b0000;
end
always@(negedge ps2_clk_in)
begin
  if (cur_state == trans)
     dout_reg <= {1'b0,dout_reg[9:1]};
  else
     dout_reg <= {enable_byte,1'b0};
end
always@(negedge ps2_clk_in)
begin
  if (cur_state == trans)
     byte_cnt <= byte_cnt+1;
  else
     byte_cnt <= 4'b0000;
end
always@(negedge ps2_clk_in)
begin
  if (cur_state == listen)
     shift_reg <= {ps2_dat_in,shift_reg[32:1]};
end
always@(posedge clk,negedge iRST_n)
begin
  if (!iRST_n)
     cur_state <= listen;
  else
     cur_state <= nex_state;
end
endmodule
==> run summary <==
run results: post-place instance area around 0.0043 mm2, Die Wd 116 um, hpwl dp 3990 um, endpoints left unconstrained 142, cells after synthesis 312, root buf cell clkbuf_16, port bufs 21, post-CTS sizing 0, cts bufs inserted 3, first error [error] [KeplerFormal.cpp:679] Workflow failed: Iso has multiple drivers: .PS2_DAT0, PS2_DAT$_SDFF_NN0_.Q0, postcts setup bufs 0, post-synthesis sequential area ratio about 63%, Netlist cell types 40, Fail Step 4_1_cts, ys cells 312, fp util 30.7%, DP Cell Count around 500, Routability Congestion 0.839, Async S/R FF share, synth 29.3%, yosys stat area 0.00388 mm2, Mapped Avg Cell Area ~12 um2, Yosys reg bits ~100, Post-synth EDFFs 32, H-tree Lvls 1, clk buf depth 2, tally of yosys warning messages 3, Top FF cell, synth dfxtp_1, post-cts hold buffer count 0, IO Count 24, Place WS 397 ps, Core Rows 41, status did not finish, register pins left without a clock 90, die height approximately 120 um, Post-Syn Area 0.00388 mm2
cells in the mapped netlist, types with 4 or more instances:
cell	number	share of area (%)
dfxtp_1	38	20
xor2_1	14	3.2
inv_1	19	1.8
o21ai_0	15	1.9
nand2_1	14	1.4
nand3_1	16	2.1
edfxtp_1	32	25
nor2_1	24	2.3
nor3_1	5	0.65
xnor2_1	13	2.9
and2_1	6	0.97
nand2b_1	4	0.65
a21oi_1	9	1.2
dfrtp_1	28	18
and3_1	6	0.97
ha_1	22	7.1
mux2_2	5	1.5
o21a_1	4	0.77
metrics by stage:
step | util (%) | total power, uW
floorplan | - | 247
global placement | 34.1 | 267
detailed placement | 34.1 | 267
kinds of logic after synthesis:
logic type / Yosys count / share of synthesized area (%)
AND/OR/NAND/NOR: 89 / 11.6
AND-OR/OR-AND: 43 / 6.94
other: 1 / 0.0967
buffers and inverters: 24 / 2.52
XOR/XNOR: 27 / 6.10
adder cells (fa/ha/maj): 24 / 8.13
multiplexers: 5 / 1.45
flip-flops: 99 / 63.2
Power and IR drop assume default switching activity.
